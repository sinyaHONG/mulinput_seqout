## /design/flow/design.v

```verilog
module weprom(
	input clk,
	input rst_n,
	input cs,
	input  address,
	input  data,
	output wire ack,
	output wire out_vaild,
	output reg sda,
	output reg sda_clk
);
parameter IDLE = 4'd0;
parameter OUT_SDA= 4'd2;
parameter ADD_REV= 4'd1;
parameter ADD_JUDGE= 4'd2;
reg [3:0] add_in_state;
parameter DATA_REV= 4'd1;
parameter DATA_JUDGE= 4'd2;
reg [3:0] data_in_state;
reg  data_in_r0; 
reg  data_in_r1;
reg [11:0] data_buf; 
reg [7:0] data_in_bit; 
reg data_in_ack;
reg  add_in_r0; 
reg  add_in_r1;
reg [7:0] add_in_bit; 
reg [11:0] add_buf;
reg add_in_ack;
reg input_ack;
reg [3:0] out_state;
reg [7:0] data_out_bit; 
reg  cs_r0; 
reg  cs_r1;
wire cs_pose;
always @(posedge clk) begin
	cs_r0 <= cs;
	cs_r1 <= cs_r0;
end
assign cs_pose = cs_r0 & (~cs_r1);
always @(posedge clk or negedge rst_n) begin
	if(!rst_n) begin
		data_in_bit <= 0;
		data_buf <= 8'b0;
		data_in_ack <= 'b0;
		data_in_state <= IDLE;
	end 
	else begin
		data_in_bit <= data_in_bit + 1'b1;
		case (data_in_state)
			IDLE : begin
						data_in_bit <= 8'd0;
						data_in_ack <= 'b0;
						if( cs_pose) begin	
							data_in_bit <= 12'b0;
							data_in_state <= DATA_REV;
						end
						else
							data_in_state <= IDLE;
				end 
			DATA_REV : begin
						data_in_bit <= data_in_bit + 1'b1;
						case(data_in_bit)	 
							8'd0  : data_buf[11] <= data ;  
							8'd1  : data_buf[10] <= data ;  
							8'd2  : data_buf[9] <= data ;  
							8'd3  : data_buf[8] <= data ;  
							8'd4  : data_buf[7] <= data ; 
							8'd5  : data_buf[6] <= data ; 
							8'd6  : data_buf[5] <= data ; 
							8'd7  : data_buf[4] <= data ; 
							8'd8  : data_buf[3] <= data ; 
							8'd9  : data_buf[2] <= data ; 
							8'd10 : data_buf[1] <= data ; 
							8'd11 : begin 
										data_buf[0] <= data ; 
										data_in_state <= DATA_JUDGE;
									end 
						endcase					
				end
			DATA_JUDGE : begin
						if(data_buf[11:8] == 4'b1000) 
						    data_in_ack <= 'b1;
						data_in_state <= IDLE;
				end	
		endcase
	end 
end
always @(posedge clk or negedge rst_n) begin
	if(!rst_n) begin
		add_in_bit <= 0;
		add_buf <= 12'b0;
		add_in_ack <= 'b0;
		add_in_state <= IDLE;
	end 
	else begin
		case (add_in_state)
			IDLE : begin
						add_in_bit <= 8'd0;
						add_in_ack <= 'b0;
						if( cs_pose) begin	
							add_in_bit <= 12'b0;
							add_buf <= 12'b0;
							add_in_state <= ADD_REV;
						end
						else
							add_in_state <= IDLE;
				end 
			ADD_REV : begin	
						if(cs) begin
							add_in_bit <= add_in_bit + 'b1;
							case(add_in_bit)	 
								8'd0  : add_buf[11] <= address ;  
								8'd1  : add_buf[10] <= address ;  
								8'd2  : add_buf[9]  <= address ;  
								8'd3  : add_buf[8]  <= address ;  
								8'd4  : add_buf[7]  <= address ;
								8'd5  : add_buf[6]  <= address ;
								8'd6  : add_buf[5]  <= address ;
								8'd7  : add_buf[4]  <= address ;
								8'd8  : add_buf[3]  <= address ;
								8'd9  : add_buf[2]  <= address ;
								8'd10 : add_buf[1]  <= address ;
								8'd11 : begin 
											add_buf[0]  <= address ;
											add_in_state <= ADD_JUDGE;
										end	
							endcase
						end
						else begin
							add_in_state <= IDLE;
							add_buf <= 12'b0;
						end
				end
			ADD_JUDGE : begin
						    if(add_buf[11:8] == 4'b1000) begin
						        add_in_ack <= 'b1;
							end 
								add_in_state <= IDLE;									
					end		
		endcase
	end 
end
assign  in_finish = (data_in_ack && add_in_ack )? 1 : 0;
assign ack = in_finish;
reg sda_vaild;
assign out_vaild = sda_vaild;
always @(posedge clk or negedge rst_n) begin
	if(!rst_n) begin
		data_in_bit <= 8'd0;
		data_out_bit <= 8'd0;
		input_ack <= 'b1;
		sda_vaild <='b0;
		out_state <= IDLE;
	end
	else begin
		data_out_bit <= data_out_bit + 'b1;	
		case (out_state)
			IDLE : begin
					data_out_bit <= 8'b0;
					sda_vaild <= 'b0;
					input_ack <= 'b1;	
					if(in_finish) begin
						sda_clk <= 'b0;
						out_state <= OUT_SDA;
					end
					else
						out_state <= IDLE;
						sda <= 'b0;
			end
			OUT_SDA : begin
					input_ack <= 'b0;
					sda_vaild <= 'b1;
					case(data_out_bit) 
						8'd0  :	begin 
									sda <= add_buf[0];
									sda_clk <= 1;
								end
						8'd1  :	sda_clk <= 0;
						8'd2  :begin
									sda <= add_buf[1];
									sda_clk <= 1;
								end
						8'd3  :	sda_clk <= 0;
						8'd4  :	begin
									sda <= add_buf[2];
									sda_clk <= 1;
								end 
						8'd5  :	sda_clk <= 0;	
						8'd6  :	begin
									sda <= add_buf[3];
									sda_clk <= 1;
								end
						8'd7  :		sda_clk <= 0;
						8'd8  : begin 
									sda <= add_buf[4];
									sda_clk <= 1;
								end
						8'd9  : sda_clk <= 0;
						8'd10 : begin
									sda <= add_buf[5];
									sda_clk <= 1;
								end
						8'd11  : sda_clk <= 0;
						8'd12  : begin
									sda <= add_buf[6];
									sda_clk <= 1;
								 end
						8'd13  : sda_clk <= 0;	 
						8'd14  : begin
									sda <= add_buf[7];
									sda_clk <= 1;
								 end
						8'd15  : sda_clk <= 0;	 	 
						8'd16  :begin
									sda <= data_buf[0];
									sda_clk <= 1;
								 end
						8'd17  : sda_clk <= 0;		 
						8'd18  : begin						
									sda <= data_buf[1];
									sda_clk <= 1;
								end
						8'd19  : sda_clk <= 0;
						8'd20  :begin						
									sda <= data_buf[2];
									sda_clk <= 1;
								 end
						8'd21  : sda_clk <= 0;
						8'd22  : begin						
									sda <= data_buf[3];
									sda_clk <= 1;
								end
						8'd23  : sda_clk <= 0;
						8'd24  : begin						
									sda <= data_buf[4];
									sda_clk <= 1;
								 end
						8'd25  : sda_clk <= 0;
						8'd26  : begin						
									sda <= data_buf[5];
									sda_clk <= 1;
								 end
						8'd27  : sda_clk <= 0;
						8'd28  : begin						
									sda <= data_buf[6];
									sda_clk <= 1;
								 end
						8'd29  : sda_clk <= 0;
						8'd30  : begin						
									sda <= data_buf[7];
									sda_clk <= 1;
								 end
						8'd31  : begin						
									sda_clk <= 0;
									out_state <= IDLE;
								 end
					endcase
			end 
		endcase
	end
end
endmodule
`timescale 1ns/1ns
module weprom_tst ();
reg clk_tst;
reg rst_n_tst;
reg cs_tst;
reg address_tst;
reg data_tst;
wire ack_tst;
wire sda_tst;
wire sda_clk_tst;
wire out_vaild_tst;
 weprom isim(
	. clk(clk_tst),
	. rst_n(rst_n_tst),
	. cs(cs_tst),
	. address(address_tst),
	. data(data_tst),
	.out_vaild(out_vaild_tst),
	.ack(ack_tst),
	.sda(sda_tst),
	.sda_clk(sda_clk_tst)
);
always #10 clk_tst = ~ clk_tst;
initial begin
	$display("Start Running  weprom Testbench !");
	clk_tst = 0;
	rst_n_tst = 0;
	cs_tst = 0;
	address_tst = 0;
	data_tst = 0;
	#55 
	rst_n_tst = 1;
	cs_tst = 1;
	#50
	address_tst = 1 ;  
	data_tst = 0 ; 
	#20
	address_tst = 0 ;  
	data_tst = 1 ;
	#20
	address_tst = 1 ;  
	data_tst = 0 ;
	#20
	address_tst = 0 ;  
	data_tst = 0 ;
	#20
	address_tst = 0 ;  
	data_tst = 1 ;
	cs_tst = 0;
	#200
	cs_tst = 1;
	#40
	address_tst = 1 ;  
	data_tst = 1 ;
	#20
	address_tst = 0 ;  
	data_tst = 0 ;
	#20
	address_tst = 0 ;  
	data_tst = 0 ;
	#20
	address_tst = 0 ;  
	data_tst = 0 ;
	#20
	address_tst = 0 ;  
	data_tst = 1 ; 
	#20
	address_tst = 1 ;  
	data_tst = 1 ;
	#20
	address_tst = 0 ;  
	data_tst = 1 ;
	#20
	address_tst = 1 ;  
	data_tst = 1 ;
	#20
	address_tst = 1 ;  
	data_tst = 0 ;
	#20
	address_tst = 0 ;  
	data_tst = 0 ;
	#20
	address_tst = 0;  
	data_tst = 0 ;
	#20
	address_tst = 1 ;  
	data_tst = 0 ;
	#20
	address_tst = 0 ;  
	data_tst = 1 ;
	#20
	#40
	cs_tst = 0;
	#1000
	cs_tst = 1;
	#5
	address_tst = 1 ;  
	data_tst = 1 ; 
	#20
	address_tst = 1 ;  
	data_tst = 1 ;
	#20
	address_tst = 1 ;  
	data_tst = 1 ;
	#20
	address_tst = 1 ;  
	data_tst = 1 ;
	#20
	address_tst = 0 ;  
	data_tst = 0 ;
	#20
	address_tst = 0 ;  
	data_tst = 0 ;
	#20
	address_tst = 0 ;  
	data_tst = 0 ;
	#20
	address_tst = 0 ;  
	data_tst = 0 ;
	#40
	cs_tst = 0;
end
endmodule
```

## /design/flow/run.sh

```bash
#!/bin/bash
# OpenROAD 26Q1-2900-gdf79404cd8, Yosys 0.63+post, stock flow scripts
make -C /OpenROAD-flow-scripts/flow DESIGN_CONFIG=/design/flow/config.mk WORK_HOME=/design/flow/orfs finish
```

## /design/flow/config.mk

```make
export PLATFORM = sky130hd
export DESIGN_NAME = weprom
export DESIGN_NICKNAME = weprom
export VERILOG_FILES = /design/flow/design.v
export SDC_FILE = /design/flow/constraint.sdc
export NUM_CORES = 4
export LEC_CHECK = 1
export CORE_UTILIZATION = 40
```

## /design/flow/constraint.sdc

```tcl
current_design weprom

set clk_period 3.9
set clk_io_pct 0.2

create_clock -name clk0 -period $clk_period [get_ports {clk}]

set non_clock_inputs [all_inputs -no_clocks]
set_input_delay [expr $clk_period * $clk_io_pct] -clock clk0 $non_clock_inputs
set_output_delay [expr $clk_period * $clk_io_pct] -clock clk0 [all_outputs]
```

==> out/results.tsv <==
stage	metric	value	unit
synthesis	ys cells	177	
final_timing	setup TNS	0	ns
route	via count	1283	
route	met2 WL	1510	um
final_timing	Relative slew margins	50.8	%
clock_network	Hold Buf Count CTS	0	
clock_network	Clock transition at path regs	0.07	ns
clock_network	clk buf depth	2	
route	Final Routed Wirelength	3160	um
final_timing	fin. max-slew vios	0	
worst_setup_path	reg2reg path depth	4	
clock_network	TritonCTS buffer count	5	
global_routing	Tot GR Track Use	16.1	%
job	maxcap violations	0	
clock_network	post_cts resized	0	
clock_network	Root Buffer	clkbuf_8	
synthesis	Synth warnings	18	
worst_setup_path	Worst R2R Start	add_in_bit[4]$_DFFE_PN0P_	
synthesis	Mapped Area	1760	um2
die	Pre-Place Util	42.8	%
synthesis	synthesized area per cell	9.95	um2
die	Core Footprint	4120	um2
route	Post-DRT Antenna Nets	0	
global_routing	initial antenna violation count	0	
outcome	status	completed	
global_routing	gr ovfl total	0	
worst_setup_path	arrival time at the worst endpoint	2.38	ns
synthesis	flip-flops with a built-in enable	2	
worst_setup_path	Critical R2R Capture	add_buf[0]$_DFFE_PN0P_	
route	Routed WL per cell	13.4	um
global_routing	first-pass GRT wire length	5570	um
route	DR top layer	met4	
clock_network	Post CTS Setup Buffer Count	0	
synthesis	Synth flops	34	
die	die area	4670	um2
route	DR vias/cell	5.46	
worst_setup_path	Worst setup EP type	flip-flop	
final_timing	Final period util	55.4	%
synthesis	Top FF cell, synth	dfrtp_1	
route	initial DRC count	51	
synthesis	library cells used by synthesis	44	
synthesis	Post-Synthesis Cells	177	
final_timing	actual slew at the worst max-slew pin	0.733	ns
worst_setup_path	critical path peak fanout	7	
clock_network	TritonCTS Sinks	34	
final_layout	commonest non-fill, non-tap cells in the layout	28 x dfrtp_1, 16 x nand2_1, 14 x nor2_1, 13 x nand3_1, 13 x o21ai_0	
worst_setup_path	type of the worst setup path	input pin to flip-flop	
final_timing	post-layout min period	2.16	ns
worst_setup_path	r2r setup slk	2.17	ns
final_timing	skew final	0.00538	ns
power_and_ir_drop	post-layout total power	0.000724	W
clock_network	CTS tree	yes	
worst_setup_path	CP Data Required Time	4.12	ns
power_and_ir_drop	Leak Pwr	0.841	nW
final_timing	RSZ-0062 raised after global routing	no	
final_timing	FMAX	463	MHz
route	met1 wire length	1490	um
global_routing	pin count of the biggest net entering global routing	24	
final_timing	Final setup viols	0	
placed_design	RePlAce Congestion	0.819	
placed_design	post-DP HPWL	2260	um
synthesis	Yosys chip area	1760	um2
final_layout	layout cell share with drive strength beyond 1	8.65	%
die	I/O pin count	9	
worst_hold_path	Hold Path End	cs_r1$_DFF_P_	
synthesis	Seq share, synth	48.5	%
job	Log Warnings	32	
route	DR WL met3	103	um
power_and_ir_drop	Power per Cell Area	373	nW/um2
synthesis	FFs w/ async S/R, synth	88.2	%
worst_setup_path	Setup crit start kind	input pin	
power_and_ir_drop	peak supply drop	0.268	mV
route	ant diodes	0	
route	# DRC	0	
route	Pre-antenna DRT Iters	4	
placed_design	I/O Buffers	6	
worst_hold_path	worst hold start	cs_r0$_DFF_P_	
worst_hold_path	hold crit path type	flip-flop to flip-flop	
final_timing	final hold vios	0	
global_routing	vias in the first global route	1244	
die	FP Rows	23	
die	Die H	68.3	um
clock_network	H-tree levels	2	
final_layout	Top cell excl fill/tap	dfrtp_1	
worst_hold_path	Hold Crit Depth	0	
die	die width	68.3	um
final_layout	Layout area overhead	10.4	%
clock_network	Clk Latency, worst-skew pair	0.28	ns
==> critical path, cell delays in order <==
cell	delay, ns
clkdlybuf4s50_1	0.59
nand3_1	0.19
a2111oi_2	0.58
nand3_1	0.14
nand2_1	0.10
==> synthesized netlist by cell type, drive strengths merged (3+ instances only) <==
library cell / number / share of area, %
a21oi: 3 / 0.85
a31oi: 8 / 2.8
and3: 3 / 1.1
buf: 5 / 1.9
dfrtp: 28 / 40
ha: 8 / 5.7
inv: 12 / 2.6
nand2: 16 / 3.4
nand3: 14 / 4.3
nor2: 14 / 3.0
nor3: 3 / 0.85
o21ai: 13 / 3.7
xnor2: 6 / 3.0
xor2: 5 / 2.5
==> power by group <==
group          internal [W]  leakage, nW  switching, W
Clock              0.000142       0.0472      0.000126
Sequential         0.000367        0.432     0.0000184
Combinational     0.0000255        0.362     0.0000457
==> metrics by stage <==
stage | worst slack [ns] | cells | instance area (um2) | utilization (%) | hold WS (ns)
global route | 1.55 | 235 | 1940 | 47.2 | 0.380
detailed placement | 1.38 | 227 | 1850 | 44.9 | 0.372
floorplan | 2.29 | 177 | 1760 | - | 0.352
CTS | 1.69 | 235 | 1940 | 47.2 | 0.372
finish | 1.74 | 235 | 1940 | 47.2 | 0.368
global placement | 1.42 | 227 | 1850 | 44.9 | 0.355
==> state kept, by name, indices dropped and copies added, names as in the netlist <==
| register | flops |
|---|---|
| data_out_bit | 8 |
| sda | 1 |
| sda_clk | 1 |
| out_state | 2 |
| add_in_state | 3 |
| cs_r1 | 1 |
| sda_vaild | 1 |
| add_in_bit | 8 |
| add_buf | 8 |
| cs_r0 | 1 |
==> routing by layer <==
layer / track usage [%] / up-vias
met4: 2.86 / 0
li1: - / 631
met5: 0 / -
met1: 22.6 / 623
met2: 26.6 / 21
met3: 3.04 / 8
==> kinds of logic (layout without fill, tap and decap cells) <==
family,after synthesis,count (layout),share of synthesized area [%]
xor gates and xnor gates,11,11,5.47
muxes,3,3,2.42
DFF,34,34,48.5
adders and majority gates,8,8,5.69
and+or+nand+nor,63,63,18.3
AOI/OAI and AO/OA,38,38,14.6
other,1,1,0.213
buffers and inverters,19,27,4.90
==> worst max-delay path by stage <==
stage          from                endpoint  slack [ns]
CTS           rst_n           sda$_DFFE_PP_        1.69
global route  rst_n           sda$_DFFE_PP_        1.55
finish           cs  add_buf[6]$_DFFE_PN0P_        1.74
==> cell type report <==
cell class | instances | area, um2
clock inverters | 2 | 12.5
flip-flops and latches | 34 | 853
multi-input cells | 124 | 821
repair buffers | 7 | 67.6
well taps | 50 | 62.6
clock buffers | 6 | 82.6
inverters | 12 | 45.0
fillers | 388 | 2170
Power figures rest on the tool's default switching activity, not on a simulated workload.
